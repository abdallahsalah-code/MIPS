==> flow/design.v <==
module PC (
    input clk,           
    input reset,         
    input [31:0] next,  
    output reg [31:0] adress  
);
always @(posedge clk or posedge reset) begin
    if (reset)
        adress <= 32'b0;  
    else
        adress <= next;  
end
endmodule
==> flow/run.sh <==
#!/bin/bash
# OpenROAD 26Q1-2900-gdf79404cd8, Yosys 0.63+post, stock flow scripts
make -C /OpenROAD-flow-scripts/flow DESIGN_CONFIG=/design/flow/config.mk WORK_HOME=/design/flow/orfs finish
==> flow/config.mk <==
export PLATFORM = sky130hd
export DESIGN_NAME = PC
export DESIGN_NICKNAME = PC
export VERILOG_FILES = /design/flow/design.v
export SDC_FILE = /design/flow/constraint.sdc
export NUM_CORES = 4
export LEC_CHECK = 1
export CORE_AREA = 10 10 94 94
export DIE_AREA = 0 0 104 104
==> flow/constraint.sdc <==
current_design PC

set clk_period 1.0
set clk_io_pct 0.2

create_clock -name clk0 -period $clk_period [get_ports {clk}]

set non_clock_inputs [all_inputs -no_clocks]
set_input_delay [expr $clk_period * $clk_io_pct] -clock clk0 $non_clock_inputs
set_output_delay [expr $clk_period * $clk_io_pct] -clock clk0 [all_outputs]
==> GITHUB_STEP_SUMMARY <==
### Flow metrics

| Metric | Value |
|---|---|
| Pre-Place Util | `11.78%` |
| Power Density | `1700 nW/um^2` |
| MI comb cells | `0` |
| Footprint of the multi-input gates | `0 sq um` |
| Slew @ Worst Pin | `178.9 ps` |
| Peak supply drop | `388.4 uV` |
| Critical-path cell list | `buf_2` |
| Final worst path period share | `96.53%` |
| Setup Viol. Count Final | `0` |
| Cell accounting for the most synthesized area | `dfrtp_1` |
| Num CTS Buffers | `5` |
| Yosys top cell area share | `99.53%` |
| DIE WIDTH | `104 microns` |
| Die Size | `10820 sq um` |
| Startpoint types | `register` |
| Drt pass-1 iters | `2` |
| Core footprint | `6832 sq um` |
| Cell Type Count | `2` |
| Critical path endpoint | `adress[9]` |
| FP Rows | `30` |
| Number of flip-flops in the largest register | `32` |
| Htree depth | `2` |
| Post-DR vias/cell | `2.606` |
| Drt wl/cell | `12.00 microns` |
| Layout area overhead | `89.58%` |
| Top delay family on crit path | `flip-flops` |
| Crit. End Element | `output pin` |
| 1st-iter DRT viols | `10` |
| Worst setup path class | `register to output pin` |
| Fin. Hold Viols | `0` |
| Crit-path slowest cell | `dfrtp_1` |
| Crit path DRT | `800 ps` |
| Via Count | `529` |
| GP Congestion | `0.6374` |
| Final Slew Violations | `0` |
| RSZ-0062 raised after global routing | `true` |
| CP Depth | `1` |
| Status | `complete, no violations` |
| Pleak | `0.6881 nW` |
| Avg Inst Size Synth | `24.38 sq um` |
| Crit path launch | `adress[9]` |
| Post-route ant nets | `0` |
| Vias in the first global route | `624` |
| Initial antenna violation count | `0` |
| Remaining global-route overflow | `0` |
| Synthesized instance count | `33` |
| DRC violations left | `0` |
| Reg clk slew, reported paths | `60 ps` |
| Final min period | `965.3 ps` |
| Clock Tree Root | `clkbuf_8` |
| Fmax | `1.036 GHz` |
| Ratio of cells with drive above 1 in the final layout | `36.45%` |
| Die H | `104 microns` |
| Flops after synth | `32` |
| Mapped cell area | `804.5 sq um` |
| Fin Setup TNS | `0 ps` |
| Post-synthesis sequential area ratio | `99.53%` |
| CP max FO | `1` |
| Antenna cells | `0` |
| Main area contributors | `dfrtp_1 (100%), inv_1 (0.47%)` |
| HP Class | `input port to async pin` |
| Num ports | `66` |
| Drt total wl | `2.435 mm` |
| YS chip area | `804.5 sq um` |
| Gr usage total | `4.569%` |
| Crit path buffers/inverters | `1` |
| Max_slew headroom | `88.07%` |
| CP Data Arrival Time | `770 ps` |
| Clk buf depth | `2` |
| Top flop regs | `adress (32)` |
| Fill cell count | `740` |
| Yosys warning tally | `1` |
| Clk sinks | `32` |
| Crit path largest cell delay | `370 ps` |
| First-pass GRT wire length | `3.891 mm` |
| PortBufs | `65` |
| Max-cap viol count | `0` |
| CTS tree | `done` |
| Yosys cell count | `33` |
| Total Power | `2.593 mW` |
| Hold-fix buffers, CTS | `0` |
| Reg with most FFs | `adress` |
| Postcts setup bufs | `0` |
| Largest net degree at the start of global routing | `33` |
| Log Warnings | `26` |
power breakdown:
group	internal, mW	switching [mW]	leakage (nW)
Combinational	0.160	0.0547	0.270
Sequential	1.36	0.0131	0.373
Clock	0.561	0.445	0.0455
cell usage in the layout, fill, tap and decap left out, drive strengths merged:
cell type and count:
dfrtp 32, clkdlybuf4s50 33, clkbuf 8, inv 1, buf 33
tightest hold or removal path, stage by stage:
cell and delay [ps]:
clkdlybuf4s50_1 400, inv_1 90, buf_12 210
metal layers:
metal / GRT usage [%] / share of wire, % / vias to the layer above
li1: - / - / 244
met4: 0.8946 / 1.3 / 0
met5: 0 / 0 / -
met1: 5.903 / 44 / 236
met3: 2.945 / 12 / 3
met2: 6.306 / 43 / 46
cell usage after synthesis:
| library cell | instances |
|---|---|
| inv_1 | 1 |
| dfrtp_1 | 32 |
metrics by stage:
stage / util, % / setup WS, ps / hold WS (ps) / cells / area [sq um]
5_1_grt: 22.33 / -6.755 / 305.7 / 203 / 1525
6_report: 22.33 / 34.70 / 274.1 / 203 / 1525
4_1_cts: 22.33 / 12.39 / 273.3 / 203 / 1525
2_1_floorplan: - / 109.2 / 231.4 / 33 / 804.5
3_3_place_gp: 23.35 / 0.2420 / 572.5 / 195 / 1595
3_5_place_dp: 23.35 / 0.9542 / 575.4 / 195 / 1595
repair_timing:
action | CTS | global route
gates cloned | 0 | 0
pin swaps | 0 | 0
gates resized | 97 | 0
endpoints found under the setup margin | 32 | 3
kinds of logic (layout without fill, tap and decap cells):
group / after synthesis / count (layout) / share of synthesized area, %
flops: 32 / 32 / 99.53
buf+inv: 1 / 75 / 0.4661
layout make-up:
class | count | area, sq um | share of cell area [%]
sequential | 32 | 800.8 | 52.50
timing repair buffer | 66 | 510.5 | 33.47
tap | 96 | 120.1 | 7.875
clock buffer | 8 | 90.09 | 5.906
inverter | 1 | 3.754 | 0.2461
how the worst min path moves through the flow:
stage | startpoint | end | slack, ps | cells after the start
CTS | reset | adress[11] | 270 | 3
finish | reset | adress[8] | 270 | 3
global route | reset | adress[4] | 310 | 3
Power is estimated from default activity; no workload was simulated.
