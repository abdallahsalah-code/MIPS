==> design.v <==
module ALU (
    input [31:0] A,          
    input [31:0] B,          
    input [2:0] ALUcontrol,       
    output reg [31:0] Result,  
    output reg Zero          
);
    parameter ADD  = 3'b010, SUB  = 3'b100, AND  = 3'b000, OR   = 3'b001, SLT  = 3'b110, MUL  = 3'b101; 
    always @(*) begin
        case (ALUcontrol)
            ADD:  Result = A + B;
            SUB:  Result = A - B;
            AND:  Result = A & B;
            OR:   Result = A | B;
            MUL:  Result = A * B;
            SLT:  Result = (A < B); 
            default: Result = 32'b0;
        endcase
        Zero = (Result == 32'b0);
    end
endmodule
module alu_tb();
wire [31:0]Result;
wire zero;
reg [31:0]A,B;
reg [2:0]ALU_control;
ALU m0(A,B,ALU_control,Result,zero);
initial begin
A=32'd5;
B=32'd5;
#4 ALU_control=010;
#4 ALU_control=100;
#4 ALU_control=001;
#4 ALU_control=010;
#4 ALU_control=101;
#4 A=32'd3;
B=32'd15;
#4 ALU_control=100;
end 
endmodule
==> run.sh <==
#!/bin/bash
# OpenROAD 26Q1-2900-gdf79404cd8, Yosys 0.63+post, stock flow scripts
make -C /OpenROAD-flow-scripts/flow DESIGN_CONFIG=/design/flow/config.mk WORK_HOME=/design/flow/orfs finish
==> config.mk <==
export PLATFORM = sky130hd
export DESIGN_NAME = ALU
export DESIGN_NICKNAME = ALU
export VERILOG_FILES = /design/flow/design.v
export SDC_FILE = /design/flow/constraint.sdc
export NUM_CORES = 4
export LEC_CHECK = 1
export CORE_UTILIZATION = 50
==> constraint.sdc <==
current_design ALU

set clk_period 14.3
set clk_io_pct 0.2

create_clock -name clk0 -period $clk_period

set non_clock_inputs [all_inputs -no_clocks]
set_input_delay [expr $clk_period * $clk_io_pct] -clock clk0 $non_clock_inputs
set_output_delay [expr $clk_period * $clk_io_pct] -clock clk0 [all_outputs]
==> results.tsv <==
stage	metric	value	unit
run_status	status	complete, no violations	
sta	hold_viol	0	
placed_design	routabilityCongestion	1.047	
finish	clock_buffers	0	
worst_setup_path	worstPathArrival	11.10	ns
placed_design	dp.cells	3272	
hold_path	min_path_type	input port to output pin	
logic_synthesis	synthesis.area	0.02044	mm2
run	max_cap_violations	0	
grt	grt_use_met1	56.85	%
worst_setup_path	slowest_stage	fa_1	
sta	tns	0	ns
finish	drive_gt1_share	11.03	%
grt	busiest_layer	met2	
floorplanning	die_w	204.2	um
floorplanning	boundaryPins	100	
floorplanning	fp.coreArea	0.04001	mm2
grt	grt.met3_usage	17.23	%
sta	relSlewSlack	40.21	%
placed_design	place_hpwl	71.44	mm
sta	grt_setup_unrepaired	false	
detailed_routing	ant_nets	0	
finish	layout_top_cell	inv_1	
detailed_routing	drt_iter0_drc	1324	
logic_synthesis	synth_seq_share	0	%
grt	grt_pass1_vias	19905	
worst_setup_path	end_kind	output pin	
floorplanning	die_h	204.2	um
finish	area_growth_syn_to_layout	14.94	%
sta	report.final.slew_viol_count	0	
grt	grt_pass1_wl	125.3	mm
sta	period_minus_slack	13.96	ns
hold_path	hold_end	Zero	
clocking	hold_buffers	0	
detailed_routing	routed_wl	83.73	mm
finish	fin_cells	3284	
finish	final_util	58.73	%
grt	gr-usage-all-layers	44.37	%
run	warnings	96	
grt	grt_overflow	0	
logic_synthesis	ys_types	83	
floorplanning	core.rowCount	73	
logic_synthesis	yosysWarningCount	1	
floorplanning	chipArea	0.04169	mm2
detailed_routing	vias_per_cell	5.811	
detailed_routing	wl_per_cell	25.50	um
sta	fmax	0.07165	GHz
logic_synthesis	synthDominantCellAreaShare	40.15	%
detailed_routing	via_count	19084	
worst_setup_path	required	11.44	ns
detailed_routing	dr.pass1.iters	5	
logic_synthesis	top_area_cell	fa_1	
logic_synthesis	yosys_area	0.02044	mm2
logic_synthesis	yosys-stat-cells	2552	
worst_setup_path	crit_type	input port to output pin	
finish	flops	0	
logic_synthesis	syn_area_per_cell	8.010	um2
worst_setup_path	slowest_delay	0.60	ns
worst_setup_path	cp_max_fo	15	
hold_path	hold_depth	6	
floorplanning	fp_util	51.09	%
logic_synthesis	area_leaders	fa_1 (40%), ha_1 (13%), inv_1 (8.4%)	
grt	grt_max_degree	58	
sta	tightest_slew	0.8935	ns
sta	holdWs	6.813	ns
grt	antenna_found_initial	3	
finish	final_cell_mix	inv_1 (442), fa_1 (405), nor2_1 (386), nand2_1 (274), ha_1 (215)	
sta	fin_crit_sh	97.60	%
worst_setup_path	start_kind	input port	
hold_path	worstHoldStart	ALUcontrol[1]	
finish	fillers	3481	
logic_synthesis	syn-instance-count	2552	
grt	use_met2	66.32	%
placed_design	io_buffers	100	
worst_setup_path	path_common_cell	fa_1	
finish	regArea	0	um2
detailed_routing	drc	0	
sta	setup_viol	0	
-- metal layers --
metal / vias to the layer above / wire length, um
met3: 272 / 9752
met4: 4 / 5745
met5: - / 141
met1: 9283 / 30190
met2: 1058 / 37890
li1: 8467 / -
-- synthesized netlist by cell type, drive strengths merged, types with 13 or more instances --
cell and instances:
a211oi 24, a21o 25, a21oi 89, and3 14, buf 31, clkbuf 87, clkinv 13, fa 410
ha 219, inv 460, mux2i 14, nand2 274, nand3 15, nor2 393, nor2b 17, nor3 40
o211ai 30, o21a 16, o21ai 62, or2 13, xnor2 73, xor2 21
-- cells by family (layout without fill, tap and decap cells) --
logic type / after synthesis / in the layout / share of synthesized area [%]
mux: 15 / 15 / 0.7406
compound gates: 379 / 379 / 12.78
simple gates: 843 / 843 / 17.62
other cells: 0 / 3 / 0
fa+ha+maj: 629 / 629 / 53.56
buf+inv: 592 / 796 / 11.28
xor+xnor: 94 / 94 / 4.028
-- how the worst max path moves through the flow --
stage,cells past startpoint,from,end
4_1_cts,29,A[7],Zero
5_1_grt,31,B[13],Zero
6_report,31,B[10],Result[31]
-- layout make-up --
type / count / area [um2] / area share [%]
multi-input cells: 1960 / 18310 / 77.94
well taps: 525 / 656.9 / 2.796
repair buffers: 323 / 2735 / 11.64
inverters: 473 / 1783 / 7.589
diodes: 3 / 7.507 / 0.03195
-- through the flow --
stage | area (um2) | setup slack [ns]
after floorplan | 20440 | 1.102
after global placement | 23200 | -0.2152
after detailed placement | 23200 | -0.3397
after CTS | 23280 | 0.002923
after global routing | 23490 | 0.04942
final | 23500 | 0.3435
-- worst max-delay path, delay by kind of cell --
| kind | cells | cell delay, ns |
|---|---|---|
| AOI/OAI and AO/OA | 7 | 1.65 |
| xor gates and xnor gates | 1 | 0.13 |
| adders and majority gates | 9 | 3.91 |
| buffers and inverters | 11 | 1.97 |
| and+or+nand+nor | 3 | 0.54 |
-- what timing repair did --
| item | in CTS | in global routing |
|---|---|---|
| resized | 32 | 45 |
| pin swaps | 6 | 19 |
| endpoints found under the setup margin | 1 | 2 |
| setup buffers | 2 | 7 |
