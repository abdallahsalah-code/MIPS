[flow/constraint.sdc]
current_design register_file

set clk_period 9.3
set clk_io_pct 0.2

create_clock -name clk0 -period $clk_period [get_ports {clk}]

set non_clock_inputs [all_inputs -no_clocks]
set_input_delay [expr $clk_period * $clk_io_pct] -clock clk0 $non_clock_inputs
set_output_delay [expr $clk_period * $clk_io_pct] -clock clk0 [all_outputs]
[flow/run.sh]
#!/bin/bash
# OpenROAD 26Q1-2900-gdf79404cd8, Yosys 0.63+post, stock flow scripts
make -C /OpenROAD-flow-scripts/flow DESIGN_CONFIG=/design/flow/config.mk WORK_HOME=/design/flow/orfs finish
[flow/design.v]
module register_file (
    input  clk,rst,
    input  [4:0] A1,
    input  [4:0] A2,
    input  [4:0] Writeadd,
    input  RegWrite,
    input  [31:0] WriteData,
    output  [31:0] ReadData1,
    output  [31:0] ReadData2
);
 integer i;
    reg [31:0] register_array [31:0];
     always @(posedge clk or negedge rst) begin
        if (!rst) begin
            for (i = 0; i <= 31; i = i + 1) 
                register_array[i] = 32'b0;
end    
    else if (RegWrite) begin
            register_array[Writeadd] <= WriteData;
        end
    end
    assign ReadData1 = register_array[A1];
    assign ReadData2 = register_array[A2];
endmodule
[flow/config.mk]
export PLATFORM = sky130hd
export DESIGN_NAME = register_file
export DESIGN_NICKNAME = register_file
export VERILOG_FILES = /design/flow/design.v
export SDC_FILE = /design/flow/constraint.sdc
export NUM_CORES = 4
export LEC_CHECK = 1
export CORE_UTILIZATION = 30
==> run summary <==
Flow results.

- The area added between synthesis and finish is 17.16%.
- The stage delay of the slowest cell on the critical path is 830 ps.
- Among the non-sequential cells, multiplexers take the most area.
- The final setup violation count is 0.
- After legalization and detailed placement, the total HPWL measured 192.3 mm.
- The critical path is of the in -> out type.
- The routed design could run at a clock period as short as 8416 ps.
- The horizontal die dimension is 418.1 um.
- The highest net fanout along the worst path is 27.
- The top-level I/O count is 114.
- The worst setup path is launched from an input pin.
- The number of standard-cell rows in the floorplan is 152.
- In this run the tightest slew margin relative to its limit is 22.13%.
- The cell type contributing the most total cell area after synthesis is dfrtp_1.
- The min-delay analysis places its worst path in the category reg -> reg.
- The final count of pins violating max slew is 0.
- Sorting the synthesized cells by area gives the leading types as dfrtp_1, mux2_2, a22oi_1, buf_2, nand2_1.
- The post-route setup TNS is 0 ps.
- The share of total power in combinational logic is 14.9%.
- Looking at the power breakdown, the clock network takes 37.4% of the total.
- Per the CTS log, the root buffer master is clkbuf_16.
- The deepest clock path buffer count is 3.
- The via-per-instance ratio is 6.630.
- The first global-routing pass estimated 404.2 mm of wire.
- The number of gates resized after CTS was 0.
- The total die area is 174,800 sq um.
- Per the OpenROAD floorplan log, the area of the core is 171,700 sq um.
- In the log, the iteration count for the first detailed-route pass is 9.
- The synthesized-area fraction occupied by and/or/nand/nor cells is 7.187%.
- The yosys synthesis chip area is 51,950 sq um.
- The height of the die is 418.1 um.
- Setup repair after global routing left no endpoint under its margin.
- RePlAce ended its routability-driven mode at a weighted congestion of 1.070.
- The post-route standard cell area excluding fillers is 60,860 sq um.
- The data arrival time at the worst-slack endpoint is 6560 ps.
- The largest individual stage delay along the critical path comes from the cell a21oi_1.
- The power per unit of standard cell area is 217.5 nW/um^2.
- For the pin with the worst max-slew slack, the measured transition is 1139 ps.
- Between clock sinks in the finished design, the worst skew comes to 0 ps.
- The flow ran to the end, and the final reports show no timing, DRC or antenna violations.
- The detailed router reported a total wirelength of 300.8 mm.
- In this run the post-CTS setup repair buffer count came out at 0.
- The final timing report lists a hold violation count of 0.
- The maximum achievable frequency is 118.8 MHz.
- The CTS buffer count is 116.
- The synthesized design devotes to its leading area cell type 49.33% of total area.
- The number of H-tree levels is 3.
- The leakage dissipation is 25.88 nW.
- Yosys reports the multiplexer fraction of the synthesized area as 24.15%.
- The share of the clock period used by the worst path is 90.49%.
- The xor and xnor area share after synthesis is 0%.
- The cell-mix breakdown from Yosys lists the compound-gate area share as 15.53%.
- The required arrival time at the worst endpoint is 7440 ps.
- After synthesis, flip-flops and latches occupy 49.33% of the total area.
- The number of instances in the synthesized netlist is 4,394.
- The number of distinct library cell variants in the gate-level netlist after synthesis is 70.
- The yosys synthesis warning count is 2.
- Ranked by flip-flop count, first place goes to register_array.
- The script extracted a net switching power of 3.984 mW.
- After the first detailed-routing iteration, the DRC count stood at 5,990.
- Hold repair after CTS inserted 0 buffers.
- By instance count, the cell type seen most on the critical path is buf_4.
- The total via count after detailed routing is 45,800.
- The number of flip-flops under the largest register name is 1,024.
- For this design, Yosys synthesis ends with a cell count of 4,394.
- The floorplan step records an initial core utilization of 30.25%.
- In the final layout, the registers with the most flip-flops are register_array: 1024 flops.
- After synthesis the cells add up to 51,950 sq um.
- The placement stage leaves a total instance area of 56,770 sq um.
- The per-instance average area after synthesis is 11.82 sq um.
- The number of clock sinks came to 1,024.
- Port buffering added 113 buffers.
- The initial antenna violation count came to 29.
- The worst supply voltage drop on vdd is 0.1483 mV.
- The leading register cell type out of synthesis is dfrtp_1.
- STA classifies the critical path endpoint as an output port.
- The average detailed-routed wire length per instance is 43.54 um.
- The tool warning count is 41.
- For reference, the critical path cell chain is buf_2 -> buf_4 -> nand3b_1 -> nor2_4 -> buf_4 -> a22oi_1 -> nand2_1 -> a2111oi_0 -> a21oi_1 -> clkdlybuf4s50_1.
- The share of flip-flops with an asynchronous set or reset is 100.0%.
- Recorded from the global router log, the overflow total was 0.
- The via count of the first global-routing pass was 45,070.
- The proportion of total power due to net switching is 30.10%.
- Entering global routing, the biggest net connects 113 pins.
- The arithmetic-cell share of the synthesized area counting full adders, half adders and majority gates is 0%.
- In this run, synthesis produced a sequential element count of 1,024.
- Cells with a size suffix above 1 make up 36.08% of the layout.
- The overall track demand over capacity in global routing is 35.24%.
- For the worst-skew pair, the clock arrives at the later sink with an insertion delay of 760 ps.
- TritonRoute reported its final design rule violation total as 0.
- Counting flops with a built-in enable in the synthesized netlist gives 0.
- The number of maximum-capacitance violations is 0.
- The count of antenna-violating nets left after detailed routing is 0.
- The sequential share of power is 47.6%.
- The cell-internal power is 9.251 mW.
- The CTS tree is built.
- The clock-pin slew on the worst setup and hold paths is 60 ps.
==> synth_stat cells, drive strengths merged, types with 4 or more instances <==
master and instances:
a2111oi 17, a211oi 7, a21oi 79, a221o 4
a221oi 40, a222oi 24, a22o 54, a22oi 692
a31oi 27, a32oi 23, and2 8, and3 11
and4 7, buf 255, clkbuf 173, dfrtp 1024
mux2 1052, mux2i 61, mux4 4, nand2 213
nand2b 18, nand3 44, nand3b 7, nand4 93
nor2 194, nor2b 19, nor3 65, nor3b 7
nor4 27, o2111ai 6, o211ai 9, o21ai 30
o22a 7, o22ai 11, o311ai 4, o31ai 5
o32a 16, o32ai 4, or2 5, or3 12
or3b 5, or4 5
==> worst paths after layout <==
kind / from / end / slack (ps) / depth (start not counted)
max in group asynchronous: rst / register_array[17][13] / 6290 / 3
worst min-delay path: register_array[20][6] / register_array[20][6] / 530 / 1
worst max-delay path: A1[3] / ReadData1[14] / 880 / 10
min in group asynchronous: rst / register_array[13][10] / 1040 / 1
worst max register to register: register_array[19][14] / register_array[19][14] / 8350 / 1
worst min register to register: register_array[20][6] / register_array[20][6] / 530 / 1
==> stage by stage <==
stage	util (%)	setup slack (ps)	power, mW	hold WS [ps]	std cells
after floorplan	-	4045	7.055	493.4	4394
after global placement	33.06	1507	8.220	508.1	6676
after detailed placement	33.06	1472	8.243	512.2	6676
after CTS	35.41	1464	13.18	529.2	6889
after global routing	35.42	1019	13.61	541.0	6894
final	35.44	884.3	13.24	532.9	6908
==> power by group through the flow <==
stage | clock network, mW | registers [mW] | logic, mW
final | 4.95 | 6.31 | 1.98
after global routing | 5.15 | 6.37 | 2.09
after CTS | 4.99 | 6.24 | 1.94
==> layout by cell type, fill, tap and decap left out, drive strengths merged, types with 61 or more instances in the layout <==
cell	count
dfrtp	1024
nand2	213
nor2	194
nand4	93
buf	298
a21oi	79
clkbuf	160
mux2	1052
clkdlybuf4s50	102
nor3	65
a22oi	692
mux2i	61
==> cells by family (layout without fill, tap and decap cells) <==
logic type,count (synthesis),count (layout)
AOI/OAI and AO/OA,1074,1074
buffers and inverters,431,616
DFF,1024,1024
muxes,1117,1117
other,0,19
and+or+nand+nor,748,748
==> per-layer routing <==
metal / routed length [um] / part of all wire, % / track usage [%] / vias up
met4: 26880 / 8.9 / 23.18 / 40
met1: 106200 / 35 / 42.87 / 23210
li1: - / - / - / 17120
met3: 46900 / 16 / 20.82 / 1438
met2: 120400 / 40 / 46.94 / 3988
met5: 364 / 0.12 / 1.195 / -
==> worst max-delay path: cells and delay by family <==
family	cells	cell delay (ps)
compound gates	3	1090
buf+inv	4	2320
simple gates	3	1190
==> layout make-up <==
cell class | instances | area [sq um]
Clock inverter | 53 | 774.5
Multi-Input combinational cell | 2939 | 24890
Inverter | 3 | 11.26
Clock buffer | 160 | 3269
Timing Repair Buffer | 400 | 3356
Sequential cell | 1024 | 25620
Antenna cell | 19 | 47.55
Tap cell | 2310 | 2890
Fill cell | 16650 | 110900
No activity file was given, so power comes from the tool's default toggle rates.
